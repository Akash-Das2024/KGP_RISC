`/design/flow/config.mk`:
```
export PLATFORM = sky130hd
export DESIGN_NAME = mux4x1_32bit
export DESIGN_NICKNAME = mux4x1_32bit
export VERILOG_FILES = /design/flow/design.v
export SDC_FILE = /design/flow/constraint.sdc
export NUM_CORES = 4
export LEC_CHECK = 1
export CORE_AREA = 10 10 76 76
export DIE_AREA = 0 0 86 86
```
`/design/flow/run.sh`:
```
#!/bin/bash
# OpenROAD 26Q1-2900-gdf79404cd8, Yosys 0.63+post, stock flow scripts
make -C /OpenROAD-flow-scripts/flow DESIGN_CONFIG=/design/flow/config.mk WORK_HOME=/design/flow/orfs finish
```
`/design/flow/design.v`:
```
`timescale 1ns / 1ps
module mux4x1_32bit(
input clk, rst,
input [31:0] a,b,c,d,
input [1:0] select,
output reg[31:0] out
    );
always @(a or b or c or d or select) begin
	case(select)
		2'b00:begin
			out = a;
		end
		2'b01:begin
			out = b;
		end
		2'b10:begin
			out = c;
		end
		2'b11:begin
			out = d;
		end
	endcase
end
endmodule
```
`/design/flow/constraint.sdc`:
```
current_design mux4x1_32bit

set clk_period 1.5
set clk_io_pct 0.2

create_clock -name clk0 -period $clk_period

set non_clock_inputs [all_inputs -no_clocks]
set_input_delay [expr $clk_period * $clk_io_pct] -clock clk0 $non_clock_inputs
set_output_delay [expr $clk_period * $clk_io_pct] -clock clk0 [all_outputs]
```
==> flow_summary.yaml <==
# physical design summary
status:
  outcome: "complete, no violations"
cells_and_area:
  seq_cells: 0
  sequential_standard_cell_area_um2: 0
  layout-drive-gt1-share: 0.373
  fillers: 418
  area_delta_synth_final_pct: 177
  layout.clock_buffers: 0
  multi_input_comb_area_um2: 721
  final_util: 0.548
detailed_routing:
  route.detailed.wl_per_inst_um: 23.5
  drt-pass1-iter-count: 4
  detailroute.via_count: 1192
  avgViaCountPerCell: 4.69
  detail_route.drc_violations: 0
  ant_nets: 0
  finalWirelength_um: 5970
  detail_route.antenna_diodes: 0
  first_iter_violations: 19
synthesis:
  dominant_cells_by_area_after_synthesis: "mux4_2 83%, buf_12 7.4%, mux4_1 6.5%"
  yosys_cells: 39
  syn_avg_cell_area_um2: 20.9
  yosys-top-cells-count: "30 x mux4_2, 3 x buf_12, 3 x buf_2"
  synth.yosys.chip_area_um2: 815
  postSynthCellCount: 39
  synth-warning-count: 1
  synth_largest_type_area_fraction: 0.829
  ys_types: 5
  cell_type_with_the_largest_total_area_after_synthesis: "mux4_2"
  synth.cell_area_um2: 815
  most_common_cell: "mux4_2"
  yosysSeqAreaShare: 0
die:
  fp.dieArea_mm2: 0.00740
  num_rows: 23
  placeable_core_area_mm2: 0.00412
  die_extent_in_y_um: 86
  i_o_pin_cnt: 164
  floorplanUtilization: 0.198
  die_x_um: 86
min_path:
  timing.hold.worst.start: "c[0]"
  hold_path.class: "input pin to output port"
sta:
  unrepaired_setup_endpoints_after_global_routing: "true"
  totalNegativeSetupSlack_ns: 0
  maxClockFrequency_ghz: 0.674
  hold_slack_ns: 1.08
  finalSetupViolations: 0
  finalMaxSlewViolations: 0
  hold_viol: 0
  maxSlewHeadroom: 0.893
  layout_worst_path_cycle_share: 0.989
  crit_path_time_final_ns: 1.48
  tightestPinTransition_ns: 0.161
setup_path:
  worst_setup_path_startpoint: "select[1]"
  path_buffers: 3
  timing.critical_path.slowest_cell_delay_ns: 0.30
  timing_worst_setup_path_type: "input pin to output port"
  timing.critical_path.cells: "clkdlybuf4s15_2 > buf_4 > mux4_2 > buf_2"
  timing.critical_path.slowest_stage_cell: "mux4_2"
  critPathCaptureType: "output port"
  worst_ep_required_time_ns: 1.20
  cp_top_family: "buffers and inverters"
  crit_fanout: 7
  crit_path_start_kind: "input pin"
  critical_path_arrival_ns: 1.18
global_routing:
  grt_max_degree: 8
  globalRouteOverflowTotal: 0
  groute.usage.overall: 0.157
  antenna_found_initial: 0
  grt_pass1_wl_um: 8920
  grt_pass1_vias: 1357
placement:
  globalplace.congestion: 0.932
  detailedPlacementHpwl_um: 5250
  port_buffers: 162
power_and_ir_drop:
  cellPowerDensity_mw_per_mm2: 240
  ir_worst_vdd_uv: 98.2
  leakage_nw: 1.10
  report.power.total_uw: 541
cts:
  count_of_buffers_added_by_post_cts_timing_repair_for_setup: 0
flow_run:
  openroad_warning_count: 36
  cap_viol_max_count: 0
[layout by cell type, fill, tap and decap left out, drive strengths merged]
cell / n
buf: 43
clkdlybuf4s15: 1
dlygate4sd2: 128
mux4: 32
[repair_timing]
item / in CTS / in global routing
hold buffers: 0 / 0
endpoints found under the setup margin: 32 / 28
resized: 245 / 0
gates cloned: 4 / 0
pin swaps: 0 / 0
[metal layers]
layer,part of all wire,global-route usage,vias to the layer above,routed length [µm]
li1,-,-,537,-
met1,0.36,0.194,562,2180
met2,0.53,0.279,89,3170
met3,0.10,0.0524,4,618
met4,0.00067,0,0,4
met5,0,0,-,0
[stage by stage]
stage | std cells | instance area (µm²) | worst slack (ns)
6_report | 254 | 2260 | 0.0165
5_1_grt | 254 | 2260 | -0.0282
4_1_cts | 254 | 2260 | 0.000859
3_5_place_dp | 250 | 2480 | -0.611
3_3_place_gp | 250 | 2480 | -0.599
2_1_floorplan | 39 | 815 | 0.183
[path summary, 6_finish.rpt]
path                  end  slack, ns  depth (start not counted)
setup / recovery  out[18]       0.02                          4
hold / removal     out[0]       1.08                          3
[final cells by class]
| class | count | share of cell area |
|---|---|---|
| multi-input cells | 32 | 0.319 |
| well taps | 50 | 0.0277 |
| repair buffers | 172 | 0.653 |
[report_power, final]
part | leakage (nW) | internal (mW) | switching, mW | total (mW)
logic | 1.10 | 0.405 | 0.137 | 0.541
registers | 0 | 0 | 0 | 0
clock network | 0 | 0 | 0 | 0
[kinds of logic (layout without fill, tap and decap cells)]
logic type | after synthesis | in the layout | share of synthesized area
buf+inv | 7 | 172 | 0.106
mux | 32 | 32 | 0.894
Power is estimated from default activity; no workload was simulated.
