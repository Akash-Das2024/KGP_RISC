**run.sh**
```bash
#!/bin/bash
# OpenROAD 26Q1-2900-gdf79404cd8, Yosys 0.63+post, stock flow scripts
make -C /OpenROAD-flow-scripts/flow DESIGN_CONFIG=/design/flow/config.mk WORK_HOME=/design/flow/orfs finish
```
**config.mk**
```make
export PLATFORM = sky130hd
export DESIGN_NAME = ALU
export DESIGN_NICKNAME = ALU
export VERILOG_FILES = /design/flow/design.v
export SDC_FILE = /design/flow/constraint.sdc
export NUM_CORES = 4
export LEC_CHECK = 1
export CORE_UTILIZATION = 50
```
**constraint.sdc**
```tcl
current_design ALU

set clk_period 20.2
set clk_io_pct 0.2

create_clock -name clk0 -period $clk_period [get_ports {clk}]

set non_clock_inputs [all_inputs -no_clocks]
set_input_delay [expr $clk_period * $clk_io_pct] -clock clk0 $non_clock_inputs
set_output_delay [expr $clk_period * $clk_io_pct] -clock clk0 [all_outputs]
```
**design.v**
```verilog
`timescale 1ns / 1ps
module ALU(
input clk, rst,
input [31:0] in1, in2,
input [3:0] operation,
output reg [31:0] out,
output reg carryFlag,
output reg zeroFlag,
output reg signFlag
    );
	 reg carry, carry_;
always @(posedge clk or posedge rst) begin
		if(rst) begin
		  carryFlag <= 1'b0;
		end
		else if(operation == 4'b0000) begin
		  carryFlag <= carry;
		end
end
integer i;
always @(*)begin
		carry = 1'b0;
		carry_ = 1'b0;
		case(operation)
				4'd0:  begin    
					{carry_,out[30:0]}=in1[30:0]+in2[30:0];
					{carry,out[31]}=in1[31]+in2[31]+carry_;
					zeroFlag=(out==0)?1'b1:1'b0;
					signFlag=out[31];
				end
				4'd1:  begin    
					out = (~in2) + 1;
					zeroFlag=(out==0)?1'b1:1'b0;
					signFlag=out[31];
				end
				4'd2:  begin	 
					out = in1&in2;
					zeroFlag=(out==0)?1'b1:1'b0;
					signFlag=out[31];
				end
				4'd3:  begin	 
					out = in1 ^ in2;
					zeroFlag=(out==0)?1'b1:1'b0;
					signFlag=out[31];
				end
				4'd4:  begin	 
					out = in1 << in2;
					zeroFlag=(out==0)?1'b1:1'b0;
					signFlag=out[31];
				end
				4'd5:  begin	 
					out = in1 >> in2;
					zeroFlag=(out==0)?1'b1:1'b0;
					signFlag=out[31];
				end
				4'd6:  begin	 
					out = in1 >>> in2;
					zeroFlag=(out==0)?1'b1:1'b0;
					signFlag=out[31];
				end
				4'd7:  begin	 
					for(i=31;i>=0;i=i-1)begin
						if(in1[i] != in2[i])begin
							out = i;
						end
					end
					zeroFlag = (out==0)?1'b1:1'b0;
					signFlag = out[31];
				end
				4'd8:  begin	 
					out = in1;
					zeroFlag = (out==0)?1'b1:1'b0;
					signFlag = out[31];
				end
				default:  begin
					out = 32'd0;
					zeroFlag = 1'b0;
					signFlag = 1'b0;
				end
		endcase
end
endmodule
```
==> metrics.txt <==
# HELP chip_impl_metric Implementation results
# TYPE chip_impl_metric gauge
chip_impl_metric{name="netlist_area",unit="sq um"} 9390
chip_impl_metric{name="drt_first_iter_violations",unit=""} 1650
chip_impl_metric{name="dpl.hpwl",unit="mm"} 37.6
chip_impl_metric{name="fmaxAchievable",unit="MHz"} 71.0
chip_impl_metric{name="yosys-stat-area",unit="sq um"} 9390
chip_impl_metric{name="port_buffers",unit=""} 104
chip_impl_info{name="category_of_the_critical_setup_timing_path",value="in2out"} 1
chip_impl_metric{name="dpl_cell_area",unit="sq um"} 10400
chip_impl_info{name="flop_cell",value="dlxtn_1"} 1
chip_impl_metric{name="timing.final.hold_violations",unit=""} 0
chip_impl_metric{name="total_via_count_after_detailed_routing",unit=""} 11816
chip_impl_metric{name="synth_warn",unit=""} 33
chip_impl_metric{name="whs",unit="ps"} 470
chip_impl_metric{name="syn-mean-instance-area",unit="sq um"} 7.35
chip_impl_metric{name="final.period_utilization",unit=""} 0.697
chip_impl_metric{name="wirelength",unit="mm"} 48.7
chip_impl_metric{name="clk_latency",unit="ps"} 0
chip_impl_metric{name="final_layout_size_suffix_gt1_frac",unit=""} 0.105
chip_impl_metric{name="timing.setup.tns",unit="ps"} 0
chip_impl_metric{name="synth_cells",unit=""} 1277
chip_impl_metric{name="worst_ep_arrival_time",unit="ps"} 10040
chip_impl_metric{name="final_layout_fill_cell_count",unit=""} 1699
chip_impl_metric{name="ios",unit=""} 105
chip_impl_metric{name="enable_flop_cells",unit=""} 0
chip_impl_metric{name="worstMarginPinSlew",unit="ps"} 1120
chip_impl_metric{name="ys_types",unit=""} 88
chip_impl_metric{name="die_area",unit="sq um"} 19300
chip_impl_metric{name="grt_start_max_net_pins",unit=""} 59
chip_impl_info{name="rsz0062_at_grt",value="no"} 1
chip_impl_metric{name="critPathMaxFanout",unit=""} 12
chip_impl_metric{name="post-route-min-period",unit="ps"} 14080
chip_impl_metric{name="tool_warnings",unit=""} 30
chip_impl_metric{name="maxSlewHeadroom",unit=""} 0.249
chip_impl_metric{name="routed_vias_inst",unit=""} 7.85
chip_impl_metric{name="powerDensity",unit="nW/um^2"} 25.8
chip_impl_metric{name="antenna_violations_before_repair",unit=""} 0
chip_impl_metric{name="core_util_floorplan",unit=""} 0.516
chip_impl_metric{name="chipWidth",unit="um"} 139
chip_impl_info{name="crit_start_category",value="primary input"} 1
chip_impl_metric{name="postLayoutCellArea",unit="sq um"} 10400
chip_impl_metric{name="crit_required",unit="ps"} 16160
chip_impl_metric{name="drtAntennaViolNets",unit=""} 0
chip_impl_metric{name="timing_max_transition_violations_final",unit=""} 0
chip_impl_metric{name="vdd_drop_max",unit="V"} 0.0000182
chip_impl_info{name="worstHoldPathType",value="reg2reg"} 1
chip_impl_info{name="run_status",value="finished, final reports clean"} 1
chip_impl_metric{name="core.rowCount",unit=""} 49
chip_impl_metric{name="finClkSkew",unit="ps"} 0
chip_impl_metric{name="setup_ws",unit="ps"} 6120
chip_impl_metric{name="seqCellArea",unit="sq um"} 505
chip_impl_metric{name="core_area",unit="sq um"} 18200
chip_impl_metric{name="wl_per_cell",unit="um"} 32.4
chip_impl_metric{name="drc",unit=""} 0
chip_impl_metric{name="placement.setup.worst_slack",unit="ps"} 6240
chip_impl_metric{name="path_clk_slew",unit="ps"} 0
chip_impl_metric{name="insertedDiodeCount",unit=""} 0
chip_impl_metric{name="postCtsSetupBuffers",unit=""} 0
chip_impl_metric{name="grt_pass1_vias",unit=""} 11099
chip_impl_metric{name="wire_length_of_the_first_global_routing_pass",unit="mm"} 71.5
chip_impl_metric{name="cts_resized",unit=""} 0
chip_impl_metric{name="synth_flops",unit=""} 33
chip_impl_metric{name="synth_async_sr_flop_share",unit=""} 0.0303
chip_impl_metric{name="unclocked_pins",unit=""} 32
chip_impl_metric{name="postCtsHoldBufs",unit=""} 0
chip_impl_metric{name="globalRouteTotalUtil",unit=""} 0.516
chip_impl_metric{name="maxCapViolations",unit=""} 0
chip_impl_metric{name="power.leakage",unit="nW"} 3.70
chip_impl_metric{name="layout.area.comb",unit="sq um"} 8230
chip_impl_metric{name="ys_cells",unit=""} 1277
chip_impl_metric{name="drtPass1Iterations",unit=""} 18
chip_impl_metric{name="layout-area-overhead-vs-synth",unit="%"} 10.5
chip_impl_metric{name="endpoints_left_unconstrained",unit=""} 64
chip_impl_metric{name="gp_congestion",unit=""} 1.13
chip_impl_metric{name="finalSetupViolCount",unit=""} 0
chip_impl_metric{name="global_route.overflow_total",unit=""} 0
chip_impl_info{name="endpoint_kind",value="primary output"} 1
chip_impl_metric{name="die_height",unit="um"} 139
==> synthesized netlist by cell type, types with 10 or more instances <==
cell      number  area [sq um]
nand2_1      146           548
nor2_1       101           379
clkbuf_1      85           319
mux2i_1       65           651
o21ai_0       65           325
a21oi_1       61           305
mux4_2        60          1350
nor4_1        48           300
nand3_1       42           210
xnor2_1       37           324
nor3_1        36           180
ha_1          34           425
dlxtn_1       32           480
buf_2         28           140
inv_1         27           101
a221oi_1      24           210
nand4_1       24           150
xor2_1        23           201
o211ai_1      22           165
a22oi_1       16           120
buf_1         14          52.6
a222oi_1      13           130
or4_1         13          97.6
a211oi_1      12          90.1
a21o_1        12          90.1
o221ai_1      12           105
a22o_1        11          96.3
a31oi_1       11          68.8
mux2_2        11           124
nand2b_1      11          68.8
o31ai_1       10          75.1
==> state kept, by name (all words and copies together) (netlist names) <==
name,cells
carryFlag,1
out,32
==> worst max-delay path, cell delays in order <==
cell and delay, ps:
clkdlybuf4s50_1 850, ha_1 460, o211ai_1 280, nand2_1 120, a41oi_1 380, nor3_1 140, o21a_1 230, o41ai_1 470
o21bai_1 110, a21o_1 200, fa_1 460, or4_1 470, nor4_1 150, and4_1 200, nor4bb_1 300, and4b_1 250
nand4_1 70, o31ai_1 320, clkdlybuf4s50_1 530
==> layout make-up <==
class | count | share of cell area
inverters | 27 | 0.00977
multi-input cells | 1082 | 0.794
flip-flops and latches | 33 | 0.0487
well taps | 229 | 0.0276
repair buffers | 134 | 0.120
==> report_power, final <==
| group | internal (mW) | switching [mW] | total (mW) |
|---|---|---|---|
| clock | 0 | 0 | 0 |
| combinational | 0.0957 | 0.168 | 0.264 |
| sequential | 0.00368 | 0.000188 | 0.00387 |
| total | 0.0993 | 0.168 | 0.268 |
==> cells in the final DEF, fill, tap and decap left out, types with 8 or more instances in the layout <==
| master | count |
|---|---|
| a22o_1 | 11 |
| o21ai_0 | 65 |
| mux2_2 | 11 |
| nand4_1 | 24 |
| dlxtn_1 | 32 |
| nand2b_1 | 11 |
| a22oi_1 | 16 |
| a31oi_1 | 11 |
| xor2_1 | 23 |
| or4_1 | 13 |
| nor4_1 | 47 |
| nand2_1 | 146 |
| clkdlybuf4s50_1 | 100 |
| a211oi_1 | 12 |
| a21oi_1 | 61 |
| nor2_1 | 100 |
| o21bai_1 | 8 |
| o31ai_1 | 10 |
| nand3_1 | 42 |
| a21o_1 | 12 |
| nor3_1 | 35 |
| inv_1 | 26 |
| buf_4 | 31 |
| ha_1 | 34 |
| o32ai_1 | 8 |
| o2111ai_1 | 8 |
| a221oi_1 | 24 |
| mux2i_1 | 65 |
| xnor2_1 | 37 |
| mux4_2 | 60 |
| or3_1 | 8 |
| o211ai_1 | 22 |
| a222oi_1 | 13 |
| o221ai_1 | 12 |
| and2_1 | 8 |
| nor2b_1 | 8 |
==> cell families (layout without fill, tap and decap cells) <==
group	after synthesis	count (layout)	share of synthesized area
xor gates and xnor gates	60	60	0.0560
adders and majority gates	36	36	0.0496
muxes	136	136	0.226
latches	32	32	0.0512
buffers and inverters	162	161	0.0722
DFF	1	1	0.00266
and+or+nand+nor	486	486	0.260
AOI/OAI and AO/OA	364	364	0.282
==> final timing paths <==
check / depth (start not counted) / endpoint / slack [ps] / from
worst max-delay path: 19 / zeroFlag / 6120 / in2[5]
worst min-delay path: 2 / carryFlag / 470 / carryFlag
worst max register to register: 2 / carryFlag / 19620 / carryFlag
worst min register to register: 2 / carryFlag / 470 / carryFlag
max in group asynchronous: 2 / carryFlag / 15910 / rst
min in group asynchronous: 2 / carryFlag / 4190 / rst
==> metrics by stage <==
step | utilization | power [mW] | std cells
after floorplan | - | 0.167 | 1277
after global placement | 0.570 | 0.253 | 1505
after detailed placement | 0.570 | 0.252 | 1505
after CTS | 0.570 | 0.252 | 1505
after global routing | 0.570 | 0.278 | 1505
final | 0.570 | 0.268 | 1505
==> layer usage <==
layer | wire, um | track usage | vias up
li1 | - | - | 5014
met1 | 17100 | 0.656 | 5404
met2 | 19000 | 0.690 | 1156
met3 | 8830 | 0.285 | 238
met4 | 3710 | 0.288 | 4
met5 | 106 | 0.0551 | -
Power figures rest on the tool's default switching activity, not on a simulated workload.
