File: run.sh
#!/bin/bash
# OpenROAD 26Q1-2900-gdf79404cd8, Yosys 0.63+post, stock flow scripts
make -C /OpenROAD-flow-scripts/flow DESIGN_CONFIG=/design/flow/config.mk WORK_HOME=/design/flow/orfs finish
File: constraint.sdc
current_design registerFile

set clk_period 6.8
set clk_io_pct 0.2

create_clock -name clk0 -period $clk_period [get_ports {clk}]

set non_clock_inputs [all_inputs -no_clocks]
set_input_delay [expr $clk_period * $clk_io_pct] -clock clk0 $non_clock_inputs
set_output_delay [expr $clk_period * $clk_io_pct] -clock clk0 [all_outputs]
File: config.mk
export PLATFORM = sky130hd
export DESIGN_NAME = registerFile
export DESIGN_NICKNAME = registerFile
export VERILOG_FILES = /design/flow/design.v
export SDC_FILE = /design/flow/constraint.sdc
export NUM_CORES = 4
export LEC_CHECK = 1
export CORE_UTILIZATION = 50
File: design.v
`timescale 1ns / 1ps
module registerFile(
input clk,rst,
input [4:0] rs,
input [4:0] rt,
input [4:0] wad,  
input [31:0] wd,  
input write_reg,  
output [31:0] rs_data,
output [31:0] rt_data
    );
	reg [31:0] RegisterFile[0:31];
assign rs_data = RegisterFile[rs];
assign rt_data = RegisterFile[rt];
always @(posedge clk or posedge rst)begin
	if(rst)begin
		RegisterFile[0] <= 0;
		RegisterFile[1] <= 0;
		RegisterFile[2] <= 0;
		RegisterFile[3] <= 0;
		RegisterFile[4] <= 0;
		RegisterFile[5] <= 0;
		RegisterFile[6] <= 0;
		RegisterFile[7] <= 0;
		RegisterFile[8] <= 0;
		RegisterFile[9] <= 0;
		RegisterFile[10] <= 0;
		RegisterFile[11] <= 0;
		RegisterFile[12] <= 0;
		RegisterFile[13] <= 0;
		RegisterFile[14] <= 0;
		RegisterFile[15] <= 0;
		RegisterFile[16] <= 0;
		RegisterFile[17] <= 0;
		RegisterFile[18] <= 0;
		RegisterFile[19] <= 0;
		RegisterFile[20] <= 0;
		RegisterFile[21] <= 0;
		RegisterFile[22] <= 0;
		RegisterFile[23] <= 0;
		RegisterFile[24] <= 0;
		RegisterFile[25] <= 0;
		RegisterFile[26] <= 0;
		RegisterFile[27] <= 0;
		RegisterFile[28] <= 0;
		RegisterFile[29] <= 0;
		RegisterFile[30] <= 0;
		RegisterFile[31] <= 0;
	end
	else if(write_reg)
		RegisterFile[wad] <= wd;
end
endmodule
==> impl_metrics.csv <==
group,metric,value,unit
critical_path,reg2reg_from,"RegisterFile[3][1]$_DFFE_PP0P_",
power_and_ir_drop,powerDensity,289.9,nW/um2
synth,ys_types,57,
critical_path,r2r_slack,5.87,ns
floorplanning,fp.dieW,321.4,um
synth,yosys-mux-area-fraction,22.94,%
detailed_routing,avgViaCountPerCell,7.573,
job,maxCapViolCount,0,
synth,dominantRegCellSynth,"dfrtp_1",
critical_path,crit_path_end_kind,"output pin",
synth,aoi_share,15.67,%
clock_network,clock-root-buffer,"clkbuf_16",
place,io_buffer_count,113,
floorplanning,fp-row-count,116,
clock_network,cts_buffers,110,
detailed_routing,first_pass_iters,10,
detailed_routing,drt_iter0_drc,5844,
global_routing,grt.overflow.total,0,
final_timing,period_minus_slack,6.865,ns
final_timing,drv_slew,0,
floorplanning,core-area,100600,um2
synth,edf_count,0,
layout,largest_reg_flops,1024,
min_path,hold_class,"reg -> reg",
final_timing,period_used_share,101.0,%
global_routing,grt_use_total,54.11,%
final_timing,setup_viol,1,
layout,reg_top3,"RegisterFile (1024)",
floorplanning,ios,114,
synth,area_leaders,"dfrtp_1 50%, mux2_2 23%, a22oi_1 12%",
critical_path,start_kind,"primary input",
layout,top_register,"RegisterFile",
run_status,status,"complete, but fails checks",
synth,top_cell_area_share,50.24,%
synth,ys_seq_share,50.24,%
synth,ys_sh_simple,7.249,%
synth,ys_area,51000,um2
run_status,violations,"setup timing",
final_timing,rsz0062_at_grt,"no",
power_and_ir_drop,p_leak,25.92,nW
clock_network,clkTransAtPathRegs,0.06,ns
critical_path,worstRegToRegCells,1,
critical_path,critical_path.max_fanout,11,
layout,final_util,58.71,%
synth,async_reset_ff_share,100.0,%
layout,final_cells,5901,
synth,fa_ha_area_share,0,%
critical_path,arrival,5.50,ns
global_routing,grt_max_degree,118,
layout,fillerInstances,8233,
synth,xor_share,0,%
power_and_ir_drop,ir_drop,0.0002336,V
layout,layout_top_cells,"1,027 x mux2_2, 1,024 x dfrtp_1, 827 x a22oi_1",
clock_network,ctsHtreeMaxLevel,3,
place,dpl.hpwl,161.1,mm
place,placed_cells,5685,
power_and_ir_drop,power.total,17.12,mW
synth,yosys_cells,4352,
final_timing,fin_ws,-0.06489,ns
synth,top_logic_kind,"multiplexers",
clock_network,insertion_delay,0.71,ns
floorplanning,fp_util,50.71,%
detailed_routing,vias,44686,
job,warnings,42,
clock_network,clock_sinks,1024,
layout,area.growth.synth_to_final,15.78,%
critical_path,startpoint,"rt[4]",
critical_path,r2r-end,"RegisterFile[3][1]$_DFFE_PP0P_",
layout,drive_gt1_share,35.18,%
final_timing,slew_headroom,33.08,%
synth,syn-mean-instance-area,11.72,um2
detailed_routing,wirelength,264.5,mm
final_timing,worst_pin_slew,1.002,ns
global_routing,antenna_found_initial,13,
final_timing,hold_viol,0,
detailed_routing,avgRoutedWirePerCell,44.83,um
floorplanning,die_h,321.4,um
critical_path,crit_required,5.44,ns
floorplanning,die_area,103300,um2
clock_network,clk_path_buf_depth,3,
synth,netlist_instances,4352,
final_timing,timing.fmax,0.1457,GHz
clock_network,cts_tree,"yes",
critical_path,crit_type,"in -> out",
synth,yosys_warnings,2,
layout,layout_top_cell,"mux2_2",
clock_network,postCtsSetupBuffers,0,
final_timing,fin_skew,0,ns
global_routing,grt_pass1_vias,43731,
synth,synth_area,51000,um2
global_routing,grt_pass1_wl,361.3,mm
place,place_congestion,1.055,
final_timing,holdWs,0.5252,ns
detailed_routing,ant_nets,0,
critical_path,critPathCapture,"rt_data[15]",
synth,top_area_cell,"dfrtp_1",
detailed_routing,drc,0,
synth,ys.flops,1024,
## worst max-delay path, cell delays in order
cell             delay, ns
clkdlybuf4s50_1       0.78
buf_4                 0.41
nor2_2                0.60
a21oi_1               0.30
nor4b_1               0.84
a2111oi_0             0.27
a31oi_1               0.37
clkdlybuf4s50_1       0.55
## cell usage after synthesis, drive strengths merged, types with 7 or more instances
library cell,instances
mux2,1031
dfrtp,1024
a22oi,827
nand2,272
buf,248
clkbuf,183
nor2,167
nand4,99
a21oi,87
nor3,62
nand3,50
nor4,39
a222oi,26
a22o,25
a221oi,22
o21ai,20
nand2b,16
a31oi,14
nor2b,12
mux2i,9
a32oi,8
nand3b,8
or3,8
a2bb2oi,7
and2,7
and3,7
## where the power goes
| part | leakage [nW] | switching, mW | internal, mW |
|---|---|---|---|
| logic | 11.0 | 1.11 | 1.30 |
| clock network | 1.81 | 2.57 | 3.65 |
| registers | 13.1 | 1.21 | 7.28 |
## through the flow
step                setup WS [ns]  area, um2  TNS [ns]
floorplan                  -8.674      51010  -8882.11
global placement         -0.05003      55310  -0.05003
detailed placement       -0.06707      55310  -0.06707
CTS                        0.2073      59010         0
global route               0.1660      59010         0
finish                   -0.06489      59050  -0.06489
## cell type report
| class | count | area (um2) | share of cell area (%) |
|---|---|---|---|
| antenna | 16 | 40.04 | 0.06781 |
| clock inverter | 34 | 451.7 | 0.7649 |
| tap | 1357 | 1698 | 2.875 |
| sequential | 1024 | 25620 | 43.40 |
| multi-input combinational | 2892 | 24020 | 40.68 |
| clock buffer | 166 | 3238 | 5.484 |
| timing repair buffer | 407 | 3951 | 6.692 |
| inverter | 5 | 22.52 | 0.03814 |
## worst min-delay path by stage
stage | slack, ns | depth (start not counted) | startpoint | endpoint
CTS | 0.53 | 1 | RegisterFile[8][26]$_DFFE_PP0P_ | RegisterFile[8][26]$_DFFE_PP0P_
global route | 0.54 | 1 | RegisterFile[29][6]$_DFFE_PP0P_ | RegisterFile[29][6]$_DFFE_PP0P_
finish | 0.53 | 1 | RegisterFile[8][26]$_DFFE_PP0P_ | RegisterFile[8][26]$_DFFE_PP0P_
## logic make-up after synthesis
kind of cell,after synthesis
AOI/OAI and AO/OA,1078
muxes,1040
DFF,1024
and+or+nand+nor,774
buffers and inverters,436
## metal layers
layer	share of wire, %	wire length (um)	track usage [%]
met5	0.21	549	3.593
met4	7.6	20190	30.00
met3	17	46190	34.92
met2	39	103600	68.48
met1	36	94030	70.95
## timing repair
action | 4_1_cts | 5_1_grt
gates resized | 1 | 1
hold buffers | 0 | 0
setup endpoints to repair | 1 | 1
Power figures rest on the tool's default switching activity, not on a simulated workload.
